<file path="config.mk">
export PLATFORM = sky130hd
export DESIGN_NAME = ad7984
export DESIGN_NICKNAME = ad7984
export VERILOG_FILES = /design/flow/design.v
export SDC_FILE = /design/flow/constraint.sdc
export NUM_CORES = 4
export LEC_CHECK = 1
export CORE_UTILIZATION = 50
</file>
<file path="constraint.sdc">
current_design ad7984

set clk_period 7.4
set clk_io_pct 0.2

create_clock -name clk0 -period $clk_period [get_ports {CLK}]
create_clock -name clk1 -period $clk_period [get_ports {SIG_CNV}]
create_clock -name clk2 -period $clk_period [get_ports {SIG_SCK}]
create_clock -name clk3 -period $clk_period [get_ports {WB_CLK}]

set non_clock_inputs [all_inputs -no_clocks]
set_input_delay [expr $clk_period * $clk_io_pct] -clock clk0 $non_clock_inputs
set_output_delay [expr $clk_period * $clk_io_pct] -clock clk0 [all_outputs]
</file>
<file path="design.v">
module ad7984 #(
    parameter NUM_BITS = 16,
    parameter MUX_ADDR_WIDHT = 9,
    parameter ADDR_WIDTH = 17,
    parameter DATA_WIDTH = 32
)(
    input wire CLK,
    input wire RST,
    input  wire                  WBS_CYC,                    
    input  wire                  WBS_WE,                     
    input  wire                  WBS_RD,
    input  wire [DATA_WIDTH-1:0] WBS_WR_DAT,                 
    input  wire [3:0]            WBS_BYTE_STB,               
    input  wire                  WBS_STB,
    input  wire [ADDR_WIDTH - MUX_ADDR_WIDHT-1:0] WBS_ADR,   
    input  wire                  WB_CLK,                     
    input  wire                  WB_RST,                     
    output reg  [DATA_WIDTH-1:0] WBS_RD_DAT,                 
    output reg                   WBS_ACK,                    
    input wire SIG_CNV,
    input wire SIG_SCK,
    output reg [NUM_BITS-1:0] ADC_DATA,
    output wire ADC_DATA_VALID,
    output wire CNV,
    output wire SCK,
    input wire SDO
);
    localparam  CONVERSION  = 1'b0,
                ACQUISITION = 1'b1;
    reg [31:0] reg_control;
    reg [NUM_BITS-1:0] sdo_data;
    reg [31:0] reg_num_samples;
    reg [31:0] sample_count;
    wire sig_enabled;
    reg enabled;
    wire buffer_enable;
    wire [1:0] state;
    reg [7:0] sck_count;
    assign sig_enabled = reg_control[0];
    assign buffer_enable = reg_control[1];
    assign CNV = SIG_CNV && enabled;
    assign SCK = SIG_SCK && ~SIG_CNV && 1 < sck_count && sck_count <= (NUM_BITS + 1) && enabled;
    assign state = CNV ? CONVERSION : ACQUISITION;
    assign ADC_DATA_VALID = CNV && sample_count > 0 && sck_count == 0;
    initial begin
        sample_count = 0;
        enabled = 0;
        sck_count = 0;
        sdo_data = 0;
        ADC_DATA = 0;
    end
    always @(posedge CLK) begin
        if (sig_enabled) begin
            if (sck_count == 0 && SIG_CNV) begin
                enabled = 1;
            end
        end else begin
            if (sck_count == 0 && ~SIG_CNV) begin
                enabled = 0;
            end
        end
    end
    always @(negedge SIG_SCK) begin
        if (~SIG_CNV && 1 < sck_count && sck_count <= (NUM_BITS + 1) && enabled) begin
            sdo_data <= {sdo_data[14:0], SDO};
        end
    end
    always @(posedge SIG_CNV) begin
        if (enabled) begin
            ADC_DATA[15:0] = sdo_data[15:0];
            if (sample_count == reg_num_samples) begin
                sample_count <= 0;
            end else begin
                sample_count <= sample_count + 1;
            end
        end else begin
            sample_count <= 0;
        end
    end
    always @(posedge SIG_SCK) begin
        if (enabled && ~SIG_CNV) begin
            sck_count <= sck_count + 1;
        end else begin
            sck_count <= 0;
        end
    end
    always @(posedge WB_CLK or posedge WB_RST) begin
        if (WB_RST) begin
            WBS_ACK <= 0;
            WBS_RD_DAT <= 32'h0;
            reg_control <= 32'h0;
            reg_num_samples <= 32'h0;
        end else begin
            if (enabled && buffer_enable) begin
                if (sample_count == reg_num_samples) begin
                    reg_control[1] <= 0;
                    reg_control[0] <= 0;
                end
            end
            if (WBS_CYC && WBS_STB && ~WBS_ACK) begin   
                if (WBS_WE) begin
                    case (WBS_ADR)
                        8'h0: begin
                            if (WBS_BYTE_STB[0]) reg_control[7:0] <= WBS_WR_DAT[7:0];
                            if (WBS_BYTE_STB[1]) reg_control[15:8] <= WBS_WR_DAT[15:8];
                            if (WBS_BYTE_STB[2]) reg_control[23:16] <= WBS_WR_DAT[23:16];
                            if (WBS_BYTE_STB[3]) reg_control[31:23] <= WBS_WR_DAT[31:23];
                        end
                        8'h8: begin
                            if (WBS_BYTE_STB[0]) reg_num_samples[7:0] <= WBS_WR_DAT[7:0];
                            if (WBS_BYTE_STB[1]) reg_num_samples[15:8] <= WBS_WR_DAT[15:8];
                            if (WBS_BYTE_STB[2]) reg_num_samples[23:16] <= WBS_WR_DAT[23:16];
                            if (WBS_BYTE_STB[3]) reg_num_samples[31:23] <= WBS_WR_DAT[31:23];
                        end
                    endcase
                end
                if (~WBS_WE && WBS_RD) begin
                    case (WBS_ADR)
                        8'h0: begin
                            WBS_RD_DAT <= reg_control;
                        end
                        8'h4: begin
                            WBS_RD_DAT <= {16'h0, ADC_DATA};
                        end
                        8'h8: begin
                            WBS_RD_DAT <= reg_num_samples;
                        end
                        default: begin
                            WBS_RD_DAT <= 32'hDEAD_DEAD;
                        end
                    endcase
                end
                WBS_ACK <= 1;
            end else begin
                WBS_ACK <= 0;
            end
        end
    end
endmodule
</file>
<file path="run.sh">
#!/bin/bash
# OpenROAD 26Q1-2900-gdf79404cd8, Yosys 0.63+post, stock flow scripts
make -C /OpenROAD-flow-scripts/flow DESIGN_CONFIG=/design/flow/config.mk WORK_HOME=/design/flow/orfs finish
</file>
==> results_dict.tcl <==
# metrics dict for downstream scripts
set metrics [dict create \
    yosysCellCount 650 \
    comb_power_share 0.078 \
    viasPerCell 5.51 \
    critPathSlowestCell "clkdlybuf4s50_1" \
    hp-class "register to register" \
    critPathArrivalTime_ns 5.73 \
    num_antenna_cells 0 \
    setup_viol 0 \
    ff2ff_path_depth 8 \
    hold_end "ADC_DATA[0]" \
    io_buffers 102 \
    antenna_found_initial 0 \
    r2r_slack_ns 1.74 \
    crit_path_frequent_cell "clkbuf_16" \
    dpl.hpwl_mm 12.6 \
    drt_iter0_markers 364 \
    rsz0062_at_grt "no" \
    synthXorXnorAreaFrac 0.0804 \
    grt_max_degree 59 \
    ys_chip_area_mm2 0.00752 \
    cts_resized 0 \
    yosys.area_share.simple 0.162 \
    io_pins 107 \
    post-route-drc-count 0 \
    design_area_mm2 0.00977 \
    mux_area_frac 0.101 \
    synth.distinct_cells 48 \
    timing.rr.end "sdo_data[15]" \
    warnings 48 \
    ys_sh_aoi 0.0496 \
    p_switching_w 0.000598 \
    path_cells "clkbuf_16, clkbuf_16, clkbuf_16, clkbuf_16, clkbuf_16, nand4b_1, a21oi_1, clkbuf_16, clkbuf_16, and2_1, clkdlybuf4s50_1" \
    post_cts_buffers 0 \
    top_logic_kind "simple AND/OR/NAND/NOR gates" \
    yosys_warnings 1 \
    avgSynthCellArea_um2 11.6 \
    lay_top_cells "102 x clkdlybuf4s50_1, 97 x dfrtp_1, 76 x nor2_1, 73 x nand2_1" \
    drive_gt1_frac 0.147 \
    lay_top_count "clkdlybuf4s50_1" \
    final_antenna_net_count 0 \
    core-area_mm2 0.0146 \
    seqPwrFrac 0.397 \
    power.share.clock 0.525 \
    wl_mm 18.8 \
    cp_top_family "buffers and inverters" \
    finalHoldViolations 0 \
    slew_violations 0 \
    status "finished, final reports clean" \
    place_area_mm2 0.00861 \
    power.internal_w 0.00205 \
    start_kind "clock port" \
    groute.usage.overall 0.266 \
    fin_tns_setup_ns 0 \
    leakagePower_nw 4.23 \
    slew_headroom 0.475 \
    path_class "clock port to output port" \
    ys_seq_frac 0.561 \
    die_x_um 125 \
    grt_pass1_vias 5821 \
    r2r_start "sck_count[1]" \
    tightest_slew_ns 0.787 \
    critPathCaptureType "output port" \
    adder_share 0.00832 \
    cp_num_buf_inv 8 \
    grt_remaining_overflow 0 \
    hold_buffers 0 \
    drt-wirelength-per-cell_um 19.3 \
    slowest_delay_ns 0.46 \
    grt_pass1_wl_mm 30.3 \
    holdPathStages 1 \
    timing.max_cap.violations 0 \
    clkTransAtPathRegs_ns 0.07 \
    hp-start "enabled" \
    required_ns 5.92 \
    vias 5351 \
    vdd_drop_max_mv 0.340 \
    syn_area_mm2 0.00752 \
    area_growth_pct 29.9 \
    drt-pass1-iter-count 6 \
    path_max_fanout 8 \
    synthCells 650 \
    rows 44 \
    ys.flops 170 \
    cts_tree "built" \
    chipArea_mm2 0.0155 \
    fp-utilization 0.515 \
    power.density_mw_per_mm2 271 \
    die_y_um 125 \
    skew_ns 0.110 \
    gp_congestion 0.859 \
    p_sw_frac 0.226 \
]
## logic make-up after synthesis
logic type / count (synthesis)
buf+inv: 50
fa+ha+maj: 5
xor+xnor: 69
flops: 170
mux: 68
simple gates: 239
compound gates: 49
## metal layers
layer / wire, µm / vias up / GRT usage / part of all wire
met3: 1260 / 31 / 0.0959 / 0.067
met2: 8870 / 176 / 0.379 / 0.47
met1: 8230 / 2631 / 0.395 / 0.44
li1: - / 2513 / - / -
met5: 0 / - / 0 / 0
met4: 397 / 0 / 0.0936 / 0.021
## sequential cells by signal, summed over array words and instances (netlist names)
name,cells
sck_count,8
enabled,1
WBS_RD_DAT,32
sdo_data,16
reg_control,32
WBS_ACK,1
reg_num_samples,32
sample_count,32
ADC_DATA,16
## worst reg2reg max path, delay by kind of cell, from the launching register on
kind | cells | cell delay, ns
AND-OR/OR-AND | 2 | 0.49
buffers and inverters | 3 | 0.46
AND/OR/NAND/NOR | 2 | 0.28
adder cells (fa/ha/maj) | 1 | 0.21
flip-flops | 1 | 0.33
## final cells by class
| type | instances | area [µm²] |
|---|---|---|
| flip-flops and latches | 170 | 4220 |
| repair buffers | 106 | 1040 |
| well taps | 184 | 230 |
| clock inverters | 26 | 206 |
| fillers | 1002 | 4820 |
| clock buffers | 44 | 991 |
| inverters | 12 | 47.5 |
| multi-input cells | 430 | 3030 |
## Yosys cell counts (all sizes together)
cell type	instances	area, µm²
a211oi	1	12.5
a21oi	2	10.0
a22o	15	131
a31oi	11	68.8
a41oi	11	96.3
and2	2	12.5
and3	14	87.6
and3b	1	8.76
and4	4	35.0
and4bb	1	12.5
buf	29	201
clkbuf	8	32.5
dfrtp	97	2430
dfxtp	40	801
edfxtp	33	991
ha	5	62.6
inv	13	48.8
mux2	62	702
mux2i	6	60.1
nand2	73	274
nand2b	3	18.8
nand3	14	70.1
nand3b	2	15.0
nand4	8	71.3
nand4b	1	8.76
nor2	77	292
nor2b	1	13.8
nor3	10	50.1
nor3b	3	22.5
nor4	21	189
nor4b	2	17.5
o21ai	7	38.8
o31ai	2	15.0
or2	1	6.26
or3	1	11.3
xnor2	25	219
xor2	44	385
## how the worst max path moves through the flow
stage	startpoint	to	slack, ns	cells past startpoint
5_1_grt	SIG_CNV	SCK	0.08	11
6_report	SIG_CNV	SCK	0.19	11
4_1_cts	SIG_CNV	SCK	0.10	11
## stage by stage
stage                     worst slack [ns]  utilization  cells  power (W)  hold slack, ns
after CTS                            0.101        0.670    972    0.00268           0.382
after floorplan                      0.987            -    650    0.00117           0.259
after global placement               0.533        0.590    906    0.00131           0.259
final                                0.185        0.670    972    0.00265           0.391
after detailed placement             0.532        0.590    906    0.00132           0.259
after global routing                0.0775        0.670    972    0.00276           0.415
## power by group through the flow
stage / Combinational [W] / Clock, W / Sequential [W]
after CTS: 0.000209 / 0.00142 / 0.00105
after global routing: 0.000227 / 0.00147 / 0.00106
final: 0.000207 / 0.00139 / 0.00105
Power figures rest on the tool's default switching activity, not on a simulated workload.
