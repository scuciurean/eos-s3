**/design/flow/design.v**
```verilog
module wishbone_pwm #(
    parameter MUX_ADDR_WIDHT = 9,
    parameter ADDR_WIDTH = 17,
    parameter DATA_WIDTH = 32
)(
    input wire CLK,
    input wire RST,
    input  wire                  WBS_CYC,                    
    input  wire                  WBS_WE,                     
    input  wire                  WBS_RD,
    input  wire [DATA_WIDTH-1:0] WBS_WR_DAT,                 
    input  wire [3:0]            WBS_BYTE_STB,               
    input  wire                  WBS_STB,
    input  wire [ADDR_WIDTH - MUX_ADDR_WIDHT-1:0] WBS_ADR,   
    input  wire                  WB_CLK,                     
    input  wire                  WB_RST,                     
    output reg  [DATA_WIDTH-1:0] WBS_RD_DAT,                 
    output reg                  WBS_ACK,                    
    output reg                 PWM_OUT
);
    reg [31:0] counter;  
    reg [31:0] period;
    reg [31:0] duty_cycle;
    reg [31:0] cfg;
    always @(posedge CLK or posedge RST) begin
        if (RST) begin
            counter <= 32'h0;
            PWM_OUT <= 1'b0;
        end else begin
            if (cfg[0]) begin   
                if (counter < period - 1) begin
                    counter <= counter + 1;
                end else begin
                    counter <= 32'b0;
                end
                if (counter < duty_cycle) begin
                    PWM_OUT <= 1'b1;   
                end else begin
                    PWM_OUT <= 1'b0;   
                end
            end else begin
                counter <= 32'b0;
                PWM_OUT <= 1'b0;
            end
        end
    end
    always @(posedge WB_CLK or posedge WB_RST) begin
        if (WB_RST) begin
            WBS_ACK <= 0;
            WBS_RD_DAT <= 32'h0;
            period <= 32'h0000FFFF;
            duty_cycle <= 32'h00008000;
            cfg <= 0;
        end else begin
            if (WBS_CYC && WBS_STB && ~WBS_ACK) begin   
                if (WBS_WE) begin
                    case (WBS_ADR)
                        8'h00: begin
                            if (WBS_BYTE_STB[0]) cfg[7:0] <= WBS_WR_DAT[7:0];
                            if (WBS_BYTE_STB[1]) cfg[15:8] <= WBS_WR_DAT[15:8];
                            if (WBS_BYTE_STB[2]) cfg[23:16] <= WBS_WR_DAT[23:16];
                            if (WBS_BYTE_STB[3]) cfg[31:23] <= WBS_WR_DAT[31:23];
                        end
                        8'h04: begin
                            if (WBS_BYTE_STB[0]) duty_cycle[7:0] <= WBS_WR_DAT[7:0];
                            if (WBS_BYTE_STB[1]) duty_cycle[15:8] <= WBS_WR_DAT[15:8];
                            if (WBS_BYTE_STB[2]) duty_cycle[23:16] <= WBS_WR_DAT[23:16];
                            if (WBS_BYTE_STB[3]) duty_cycle[31:23] <= WBS_WR_DAT[31:23];
                        end
                        8'h08: begin
                            if (WBS_BYTE_STB[0]) period[7:0] <= WBS_WR_DAT[7:0];
                            if (WBS_BYTE_STB[1]) period[15:8] <= WBS_WR_DAT[15:8];
                            if (WBS_BYTE_STB[2]) period[23:16] <= WBS_WR_DAT[23:16];
                            if (WBS_BYTE_STB[3]) period[31:23] <= WBS_WR_DAT[31:23];
                        end
                    endcase
                end
                if (~WBS_WE && WBS_RD) begin
                    case (WBS_ADR)
                        8'h00: begin
                            WBS_RD_DAT <= cfg;   
                        end
                        8'h04: begin
                            WBS_RD_DAT <= duty_cycle;   
                        end
                        8'h08: begin
                            WBS_RD_DAT <= period;   
                        end
                        default: begin
                            WBS_RD_DAT <= 32'h0;
                        end
                    endcase
                end
                WBS_ACK <= 1;
            end else begin
                WBS_ACK <= 0;
            end
        end
    end
endmodule
```
**/design/flow/constraint.sdc**
```tcl
current_design wishbone_pwm

set clk_period 12.2
set clk_io_pct 0.2

create_clock -name clk0 -period $clk_period [get_ports {CLK}]
create_clock -name clk1 -period $clk_period [get_ports {WB_CLK}]

set non_clock_inputs [all_inputs -no_clocks]
set_input_delay [expr $clk_period * $clk_io_pct] -clock clk0 $non_clock_inputs
set_output_delay [expr $clk_period * $clk_io_pct] -clock clk0 [all_outputs]
```
**/design/flow/config.mk**
```make
export PLATFORM = sky130hd
export DESIGN_NAME = wishbone_pwm
export DESIGN_NICKNAME = wishbone_pwm
export VERILOG_FILES = /design/flow/design.v
export SDC_FILE = /design/flow/constraint.sdc
export NUM_CORES = 4
export LEC_CHECK = 1
export CORE_UTILIZATION = 50
```
**/design/flow/run.sh**
```bash
#!/bin/bash
# OpenROAD 26Q1-2900-gdf79404cd8, Yosys 0.63+post, stock flow scripts
make -C /OpenROAD-flow-scripts/flow DESIGN_CONFIG=/design/flow/config.mk WORK_HOME=/design/flow/orfs finish
```
==> results_slide.txt <==
Physical Implementation Snapshot

Outcome
  – Status: completed

Global routing
  – Vias in the first global route: 6649
  – First-pass GRT wire length: 33.9 mm
  – Total Routing Usage GR: 24.8%
  – Initial antenna violation count: 0
  – Largest net degree at the start of global routing: 59
  – Remaining Overflow, GRT: 0

STA
  – RSZ-0062 raised after global routing: no
  – Post-Route Skew: 0.00862 ns
  – Final hold violation count: 0
  – Setup TNS: 0 ns
  – Max Slew Vio Count: 0
  – Worst slew pin tran: 0.854 ns
  – Worst rel slew slack: 42.8%
  – Final setup viols: 0

Cells and area
  – Finished Core Util: 61.9%
  – Syn-to-layout area delta: 20.6%
  – Share of post-route cells with drive strength above 1: 14.4%
  – Post-route cell area: 10700 sq um
  – Fillers: 1381

Pwr
  – PwrDens: 124 nW/um^2
  – Tot Pwr: 1.33 mW
  – Pleak: 5.09 nW
  – Worst IR drop on VDD: 0.116 mV

Logic synthesis
  – Dominant flop cell: dfrtp_1
  – FF+latch count, synth: 162
  – Largest cells by area after synthesis: dfrtp_1 41%, ha_1 9.0%, mux2_2 8.1%, nor2_1 5.3%, dfstp_2 5.0%
  – Yosys top cell by area: dfrtp_1
  – Yosys cell count: 895
  – Synth Seq Share: 45.9%
  – Top area contributor share: 40.9%
  – EDFF count, synth: 0
  – Ys async rst share: 100%
  – Post-synthesis cell area: 8880 sq um
  – YS chip area: 8880 sq um
  – Yosys warnings: 1
  – Post-synth cell types: 48
  – Avg Cell Area, Syn: 9.92 sq um
  – Count leader, synth: dfrtp_1
  – Cells after Synth: 895
  – Synth top cells by count: 145 x dfrtp_1, 126 x nor2_1, 86 x a21oi_1

Placement
  – GPL Wtd Cong: 0.872
  – Dpl cell area: 9990 sq um
  – Number of port buffers: 84
  – HPWL after detailed placement: 14.5 mm

Critical path
  – Crit path DAT: 5.79 ns
  – RR Startpoint: period[16]
  – Setup crit start kind: input pin
  – Critical Path End Type: register
  – Critical Path Fanout Max: 34
  – FF-to-FF path depth: 13
  – Crit path largest cell delay: 0.65 ns
  – Critical path's most frequent cell: or4_1
  – Setup CP Type: in -> reg
  – R2R Setup Slk: 7.41 ns
  – CP max stage cell: nor4b_2
  – Worst reg2reg path endpoint: counter[8]
  – CP required: 12.50 ns
  – Critical Path, Cell by Cell: clkdlybuf4s50_1 -> or4_1 -> or4_1 -> buf_4 -> nor4b_2 -> nand3_1 -> nand2_1 -> mux2_2

Drt
  – Routed wire length: 20.1 mm
  – Routed vias/inst: 5.45
  – TritonRoute pass-1 iters: 4
  – Remaining antenna violation count: 0
  – Via count: 6682
  – Wire per inst: 16.4 um
  – # DRC: 0
  – Starting DRT DRC Count: 346
  – Antenna Cells: 0

Hold path
  – Worst Hold Path EP: cfg[23]
  – Hold Crit Start: cfg[23]
  – Worst min path class: reg -> reg
  – Hold path depth: 1

Floorplan
  – Initial Util: 51.3%
  – Die H: 135 um
  – Die Width: 135 um
  – Core Rows: 48
  – Core Region: 17300 sq um
  – DIE AREA: 18300 sq um
  – Top-Level Pins: 86

Clock network
  – CTS tree: done
  – Hold Buf Count CTS: 0
  – Postcts setup bufs: 0
  – Worst-path clk slew: 0.06 ns
  – Post-cts gate resize count: 0
  – CTS Sinks: 162

Flow run
  – Max-cap check violation count: 0
  – Number of OpenROAD warnings: 26
-- flip-flops by register name, summed over array words and instances (netlist names) --
name / flops
WBS_ACK: 1
PWM_OUT: 1
WBS_RD_DAT: 32
duty_cycle: 32
counter: 32
period: 32
cfg: 32
-- critical path, delay by kind of cell --
kind          cells  cell delay [ns]
simple gates      5             2.32
buf+inv           2             0.68
mux               1             0.34
-- worst max path at each step --
stage / start / end / slack [ns] / cells past startpoint
6_report: WBS_ADR[1] / period[23] / 6.71 / 8
5_1_grt: WBS_ADR[0] / period[23] / 6.48 / 8
4_1_cts: WBS_ADR[1] / period[23] / 6.67 / 8
-- cell families after synthesis --
family                     after synthesis  share of synthesized area, %
xor gates and xnor gates                60                          5.92
DFF                                    162                          45.9
muxes                                   97                          11.9
and+or+nand+nor                        290                          15.2
buffers and inverters                   73                          3.14
AOI/OAI and AO/OA                      149                          8.96
adders and majority gates               64                          9.02
-- final cells by class --
class / count / area [sq um] / share of cell area, %
clock buffer: 25 / 582 / 5.43
clock inverter: 14 / 135 / 1.26
inverter: 44 / 168 / 1.57
multi-input combinational: 660 / 4540 / 42.4
sequential: 162 / 4080 / 38.0
tap: 225 / 282 / 2.63
timing repair buffer: 97 / 933 / 8.71
-- placed cells by master, fill, tap and decap left out, types with 30 or more instances in the layout --
cell | netlist | routed
nor2_1 | 126 | 126
xnor2_1 | 30 | 30
mux2_2 | 64 | 64
xor2_1 | 30 | 30
inv_1 | 44 | 43
ha_1 | 64 | 64
mux2i_1 | 32 | 32
a21oi_1 | 86 | 86
clkdlybuf4s50_1 | 0 | 83
o21ai_0 | 45 | 45
dfrtp_1 | 145 | 145
nand2_1 | 69 | 69
-- report_power, final --
part           switching, mW  internal (mW)  total [mW]
combinational         0.0566         0.0838       0.140
sequential            0.0147          0.565       0.580
clock                  0.240          0.369       0.609
-- through the flow --
stage          hold WS (ns)  setup slack, ns  instances
4_1_cts               0.498             6.67       1227
5_1_grt               0.521             6.48       1227
3_3_place_gp          0.478             6.32       1188
3_5_place_dp          0.485             6.24       1188
2_1_floorplan         0.464             6.35        895
6_report              0.497             6.71       1227
-- per-layer routing --
metal	GRT usage [%]	wire length [um]	part of all wire (%)
met1	37.8	9460	47
met2	38.7	9410	47
met3	6.11	1060	5.3
met4	2.62	185	0.92
met5	0	0	0
Power figures rest on the tool's default switching activity, not on a simulated workload.
