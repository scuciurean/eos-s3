--- design/flow/design.v ---
`timescale 1ns / 10ps
module wishbone_interconnect #(
    parameter NUM_SLAVES = 1,
    parameter MUX_ADDR_WIDHT = 9,
    parameter ADDR_WIDTH = 17,
    parameter DATA_WIDTH = 32
)(
    input  wire [ADDR_WIDTH-1:0] WB_ADR,                    
    input  wire                  WB_CYC,                    
    input  wire                  WB_WE,                     
    input  wire                  WB_RD,
    input  wire [DATA_WIDTH-1:0] WB_WR_DAT,                 
    input  wire                  WB_STB,                    
    input  wire [3:0]            WB_BYTE_STB,               
    input  wire                  WB_CLK,                    
    input  wire                  WB_RST,                    
    output reg  [DATA_WIDTH-1:0] WB_RD_DAT,                 
    output reg                   WB_ACK,                    
    output wire [NUM_SLAVES-1:0] WBS_CYC,                   
    output wire [NUM_SLAVES-1:0] WBS_WE,                    
    output wire [NUM_SLAVES-1:0] WBS_RD,
    output wire [DATA_WIDTH-1:0] WBS_WR_DAT,                
    output wire [ADDR_WIDTH-MUX_ADDR_WIDHT-1:0] WBS_ADR,                   
    output wire [NUM_SLAVES-1:0] WBS_STB,
    output wire [3:0]            WBS_BYTE_STB,              
    input  wire [NUM_SLAVES*DATA_WIDTH-1:0] WBS_RD_DAT,  
    input  wire [NUM_SLAVES-1:0] WBS_ACK,                   
    input  wire [NUM_SLAVES*ADDR_WIDTH-1:0] SLAVE_BASE_ADDRESSES  
);
    reg [NUM_SLAVES-1:0] active_slave;
    wire [DATA_WIDTH-1:0] WBS_RD_DAT_EXPANDED [NUM_SLAVES-1:0];
    wire [ADDR_WIDTH-1:0] SLAVE_BASE_ADDRESSES_EXPANDED [NUM_SLAVES-1:0];
    genvar idx;
    generate
        for (idx = 0; idx < NUM_SLAVES; idx = idx + 1) begin : EXPAND_ARRAYS
            assign WBS_RD_DAT_EXPANDED[idx] = WBS_RD_DAT[(idx+1)*DATA_WIDTH-1:idx*DATA_WIDTH];
            assign SLAVE_BASE_ADDRESSES_EXPANDED[idx] = SLAVE_BASE_ADDRESSES[(idx+1)*ADDR_WIDTH-1:idx*ADDR_WIDTH];
        end
    endgenerate
    integer i;   
    always @(*) begin
        active_slave = 0;
        WB_ACK = 0;  
        for (i = 0; i < NUM_SLAVES; i = i + 1) begin
            if (WB_ADR[ADDR_WIDTH-1:MUX_ADDR_WIDHT-1] == SLAVE_BASE_ADDRESSES_EXPANDED[i][ADDR_WIDTH-1:MUX_ADDR_WIDHT-1]) begin
                active_slave[i] = 1;
                WB_RD_DAT = WBS_RD_DAT_EXPANDED[i];  
                WB_ACK = WBS_ACK[i];                 
            end
        end
    end
    assign WBS_CYC = active_slave & {NUM_SLAVES{WB_CYC}};
    assign WBS_WE = active_slave & {NUM_SLAVES{WB_WE}};
    assign WBS_RD = active_slave & {NUM_SLAVES{WB_RD}};
    assign WBS_STB = active_slave & {NUM_SLAVES{WB_STB}};
    assign WBS_WR_DAT = WB_WR_DAT;
    assign WBS_ADR = WB_ADR[ADDR_WIDTH-MUX_ADDR_WIDHT-1:0];
    assign WBS_BYTE_STB = WB_BYTE_STB;
endmodule
--- design/flow/constraint.sdc ---
current_design wishbone_interconnect

set clk_period 1.7
set clk_io_pct 0.2

create_clock -name clk0 -period $clk_period

set non_clock_inputs [all_inputs -no_clocks]
set_input_delay [expr $clk_period * $clk_io_pct] -clock clk0 $non_clock_inputs
set_output_delay [expr $clk_period * $clk_io_pct] -clock clk0 [all_outputs]
--- design/flow/run.sh ---
#!/bin/bash
# OpenROAD 26Q1-2900-gdf79404cd8, Yosys 0.63+post, stock flow scripts
make -C /OpenROAD-flow-scripts/flow DESIGN_CONFIG=/design/flow/config.mk WORK_HOME=/design/flow/orfs finish
--- design/flow/config.mk ---
export PLATFORM = sky130hd
export DESIGN_NAME = wishbone_interconnect
export DESIGN_NICKNAME = wishbone_interconnect
export VERILOG_FILES = /design/flow/design.v
export SDC_FILE = /design/flow/constraint.sdc
export NUM_CORES = 4
export LEC_CHECK = 1
export CORE_AREA = 10 10 82 82
export DIE_AREA = 0 0 92 92
==> results.py <==
# Auto-generated metrics
metrics = {
    "status": {
        "status": "completed",
    },
    "worst_setup_path": {
        "crit_type": "in -> out",
        "slowest_delay_ns": 0.20,
        "slowest_stage": "nor4_4",
        "cp.required_ns": 1.36,
        "crit_path_cell_trace": "clkdlybuf4s15_1 > xnor2_1 > nand3_2 > buf_6 > nor4_4 > buf_2",
        "path_max_fanout": 5,
        "startpoint_type": "input port",
        "end_kind": "output pin",
        "cp.arrival_ns": 1.29,
    },
    "layout": {
        "final_util": 0.356,
        "fin_area_um2": 1810,
        "area_growth_pct": 86.0,
        "layout_top_cell": "clkdlybuf4s50_1",
        "final_layout_top_logic_cells": "clkdlybuf4s50_1, dlxtn_1, clkbuf_2",
        "drive_above_1_share": 0.261,
        "largest_reg_flops": 32,
        "fin_cells": 223,
        "fillers": 544,
    },
    "logic_synthesis": {
        "yosys-stat-cells": 99,
        "top_area_cell": "dlxtn_1",
        "postSynthCellCount": 99,
        "netlist.area_leader.share": 0.494,
        "netlist_area_um2": 972,
        "yosys_warnings": 1,
        "synth.avg_cell_area_um2": 9.82,
        "ys_area_um2": 972,
        "synth_cell_types": 9,
        "ys_seq_elements": 32,
        "topCellsByArea": "dlxtn_1, buf_4, xnor2_1",
    },
    "placement": {
        "io_buffers": 92,
        "pre_cts_ws_ns": -0.631,
        "place_hpwl_um": 2810,
        "routabilityCongestion": 0.718,
        "placed_cells": 218,
        "dpl_cell_area_um2": 1660,
    },
    "power_and_ir_drop": {
        "p_comb_frac": 0.836,
        "clockPowerShare": 0,
        "internal_power_uw": 263,
        "p_sw_uw": 89.8,
        "seq_power_share": 0.164,
        "vdd_drop_max_uv": 91.0,
        "swShare": 0.254,
        "p_leak_nw": 0.797,
        "power.density_nw_per_um2": 195,
        "total_power_uw": 353,
    },
    "global_routing": {
        "gr-total-overflow": 0,
        "grt_first_pass_wirelength_um": 4900,
        "grt.total_usage": 0.0711,
        "grt_antenna_before_repair": 0,
        "grt_pass1_vias": 874,
        "grt_max_degree": 33,
    },
    "min_path": {
        "hold_end": "WBS_ADR[1]",
        "hold_path_class": "in -> out",
        "hold_start": "WB_ADR[1]",
        "hold_depth": 0,
    },
    "final_timing": {
        "relSlewSlack": 0.835,
        "unclocked_pins": 32,
        "fin_crit_sh": 0.958,
        "fmaxAchievable_ghz": 0.614,
        "finalHoldViolCount": 0,
        "finalMaxSlewViolations": 0,
        "fin_ws_ns": 0.0710,
        "tns_ns": 0,
        "max_slew.worst_pin.slew_ns": 0.247,
        "rsz0062_at_grt": "true",
        "whs_ns": 0.680,
        "setup_viol": 0,
        "untimed_endpoints": 64,
        "layout_min_cycle_time_ns": 1.63,
    },
    "floorplan": {
        "fp.dieH_um": 92,
        "fp_util": 0.192,
        "die_w_um": 92,
        "core_um2": 5070,
        "die-area_um2": 8460,
        "std_cell_rows": 26,
        "io_pins": 190,
    },
    "drt": {
        "wl_met1_um": 1450,
        "wl_met3_um": 463,
        "routed-via-count": 803,
        "top_layer_used": "met4",
        "post_drt_via_cell_ratio": 3.60,
        "drc_errors": 0,
        "antenna_left": 0,
        "dr_wl_met2_um": 1260,
        "initialDrtViolationCount": 5,
        "wire_per_inst_um": 14.6,
        "drtPass1Iterations": 2,
        "n_antenna_cell": 0,
        "totalWireLength_um": 3250,
    },
    "clocking": {
        "cts_hold_buf": 0,
    },
    "flow_run": {
        "warnings": 44,
        "cap_violations": 0,
    },
}
## cell usage after synthesis
library cell / n
dlxtn_1: 32
nand2_1: 1
xnor2_1: 9
inv_1: 5
nor4_1: 5
nand4_2: 1
buf_4: 44
or3_1: 1
nand3_2: 1
## per-layer routing
layer,GRT usage,vias up
met1,0.0952,341
met4,0.0167,0
met2,0.0988,78
met3,0.0379,14
li1,-,370
met5,0,-
## power by group through the flow
stage | combinational, mW | sequential [mW] | clock (mW)
4_1_cts | 0.289 | 0.0586 | 0
5_1_grt | 0.316 | 0.0624 | 0
6_report | 0.295 | 0.0580 | 0
## repair_timing
item,CTS,global route
pin swaps,14,12
resized,89,14
setup endpoints to repair,5,5
setup buffers,4,1
## cell type report
class | instances | area, um2 | share of cell area
timing repair buffer | 98 | 933 | 0.516
inverter | 5 | 18.8 | 0.0104
multi-input combinational | 18 | 288 | 0.159
sequential | 32 | 480 | 0.266
tap | 70 | 87.6 | 0.0484
## logic make-up (layout without fill, tap and decap cells)
group,after synthesis,count (layout),share of synthesized area
XOR/XNOR,9,9,0.0811
latches,32,32,0.494
buffers and inverters,49,103,0.359
AND/OR/NAND/NOR,9,9,0.0656
## how the worst max path moves through the flow
| stage | slack (ns) | cells after the start | start | endpoint |
|---|---|---|---|---|
| final | 0.07 | 6 | WB_ADR[8] | WBS_STB[0] |
| after global routing | -0.004 | 6 | WB_ADR[8] | WBS_WE[0] |
| after CTS | -0.03 | 7 | WB_ADR[15] | WB_ACK |
## worst max-delay path, delay by kind of cell
family                 cells  cell delay [ns]
XOR/XNOR                   1             0.16
buffers and inverters      3             0.47
AND/OR/NAND/NOR            2             0.33
Power figures rest on the tool's default switching activity, not on a simulated workload.
